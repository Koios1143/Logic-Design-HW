**flow/config.mk**
```make
export PLATFORM = sky130hd
export DESIGN_NAME = PAT
export DESIGN_NICKNAME = PAT
export VERILOG_FILES = /design/flow/design.v
export SDC_FILE = /design/flow/constraint.sdc
export NUM_CORES = 4
export LEC_CHECK = 1
export CORE_AREA = 10 10 70 70
export DIE_AREA = 0 0 80 80
```
**flow/constraint.sdc**
```tcl
current_design PAT

set clk_period 2.1
set clk_io_pct 0.2

create_clock -name clk0 -period $clk_period [get_ports {clk}]

set non_clock_inputs [all_inputs -no_clocks]
set_input_delay [expr $clk_period * $clk_io_pct] -clock clk0 $non_clock_inputs
set_output_delay [expr $clk_period * $clk_io_pct] -clock clk0 [all_outputs]
```
**flow/design.v**
```verilog
module D_FF(D, clk, rst, Q, Qbar);
	input D, clk, rst;
	output reg Q = 0, Qbar = 1;
	always @(posedge clk, posedge rst) begin
		if(rst == 1) begin
			Q <= 0;
			Qbar <= 1;
		end
		else begin
			Q <= D;
			Qbar <= ~D;
		end
	end
endmodule
module PAT(clk, reset, data, flag);
	input clk, reset, data;
	output reg flag;
	wire AQ, AQbar, BQ, BQbar, CQ, CQbar, DQ, DQbar;
	always @(posedge clk, posedge reset) begin
		if(reset == 1) begin
			flag <= 0;
		end
		else begin
			flag <= AQbar & BQ & CQ & DQ & data;
		end
	end
	D_FF A( 
		(BQ & CQ & DQ) | (AQ & BQbar & CQbar & DQbar & data),
		clk, reset, AQ, AQbar
	);
	D_FF B( 
		(AQbar & BQbar & CQ & DQ & data) | (AQbar & BQ & CQ & DQbar) | (BQ & DQbar & (~data)) | (BQ & CQbar & DQ & data) | (AQ & DQ & data), 
		clk, reset, BQ, BQbar
	);
	D_FF C( 
		(BQbar & CQbar & DQ & data) | (AQbar & BQbar & CQ & DQbar & (~data)) | (AQbar & BQ & CQ & data) | (AQbar & BQ & DQ & data) | (AQ & DQ), 
		clk, reset, CQ, CQbar
	);
	D_FF D( 
		(AQbar & BQbar & (~data)) | (AQbar & BQ & CQ & DQbar) | (AQbar & BQ & CQbar & (~data)) | (AQ & DQbar & (~data)) | (AQ & DQ) | (AQ & BQbar), 
		clk, reset, DQ, DQbar
	);
endmodule
```
**flow/run.sh**
```bash
#!/bin/bash
# OpenROAD 26Q1-2900-gdf79404cd8, Yosys 0.63+post, stock flow scripts
make -C /OpenROAD-flow-scripts/flow DESIGN_CONFIG=/design/flow/config.mk WORK_HOME=/design/flow/orfs finish
```
==> run summary <==
The flow completed. The run finished with clean final reports. Largest incremental delay on the critical path landed at 0.46 ns. Total met2 wirelength after detailed routing landed at 284 um. For the final routed database, the setup TNS stands at 0 ns.

Remaining global-route overflow landed at 0. Data arrives at the worst endpoint at roughly 1.0 ns. Clock tree synthesis inserted a total of 3 buffers.

Die outline height landed at around 80 um. According to the Yosys statistics, the synthesized design has a chip area of 418 sq um. Cells with a size suffix above 1 make up 22.7% of the layout. Across all stage logs, warnings added up to 25.

Number of buffers inserted by post-CTS setup repair landed at 0. Proportion of netlist area held by the largest area contributor landed at 29.9%. During placement, the flow inserted port buffers numbering 3.

The worst path needs 1.46 ns of the cycle, external delays included. Detailed placement finished with a half-perimeter wire length of just under 600 um. Clock latency on the worst-skew pair landed at 0.26 ns. Antenna repair during routing inserted a diode count of 0. The script logs the ratio of routed vias to standard cells as 3.62. Pin placement for this block handled 4 I/O pins.

Count of flip-flops with a built-in enable after synthesis landed at 0. For this design, Yosys synthesis ends with a cell count of 38. The routed layout has 326 vias. Yosys attributes the largest share of cell area to sky130_fd_sc_hd__dfrtp_1, sky130_fd_sc_hd__dfstp_2, sky130_fd_sc_hd__nand2_1. During synthesis, Yosys emitted a total of 2 warnings. Listed in order, past its start point the critical path passes clkdlybuf4s50_1. Number of endpoints with negative hold slack in the final report landed at 0. The synthesized netlist occupies a cell area of 418 sq um. The first global-routing pass estimated 1350 um of wire. Area growth from synthesis to layout landed at 24.6%. Post-detailed-route wirelength per cell landed at 8.60 um. STA classifies the critical path endpoint as a primary output. The cell family contributing the most delay on the critical path is buffers and inverters. Pin count of the biggest net entering global routing landed at 10.

The top cell type in the final layout, fill and taps aside, is sky130_fd_sc_hd__nand2_1. Looking at the max-slew report, the worst-margin pin has a slew of around 0.35 ns. X dimension of the die landed at approximately 80 um. The largest total area in the synthesized netlist belongs to sky130_fd_sc_hd__dfrtp_1. Via count of the first global-routing pass landed at 285. In the Yosys report, the sequential cells make up between 50% and 60% of the chip area. Global routing usage summed across all routing layers landed at 2.58%.

Initial cell density of the core landed at 12.2%. Routability-driven placement congestion ratio landed at 0.870. Count of antenna-violating nets left after detailed routing landed at 0. The slowest stage of the critical path is the sky130_fd_sc_hd__clkdlybuf4s50_1 cell. TritonCTS built the clock tree. Per the post-CTS timing run, clock transition at the registers of the reported paths is roughly 0.06 ns. The worst-case max-slew headroom was logged as 77.0%. Per the OpenROAD floorplan log, the area of the core is 3420 sq um. Power spread over the standard cell area amounts to 1130 nW/um^2. Setup repair after global routing left no endpoint under its margin. Critical path data required time landed at 1.68 ns. Highest net fanout along the worst path landed at 1. In this run the top signal layer used is met4. Looking at the clock tree report, the root buffer type is sky130_fd_sc_hd__clkbuf_4. Per the CTS log, the maximum H-tree level is 1. Detailed-routed wire length on met3 landed at around 73 um. Sink count of the clock tree landed at 9. Number of iterations in the first detailed-routing pass landed at 4.

Reported leakage power landed at 0.192 nW. In this run, post-CTS hold repair placed 0 buffers. Once the clock tree was built, the resizer swapped 0 gates to a different size. Highest clock rate landed at roughly 700 MHz.

Per the detail_route report, DRC violations left total 0. The number of different library cells used by synthesis comes to 21. The clock arrives with approximately 0.0070 ns of skew. Routed length on met1 landed at 409 um. Count of final max-slew check failures landed at 0.

The timing report notes that buffer and inverter cells on the critical path total 1. The final timing summary puts the cycle share of the worst path at about 70%. The most critical min-delay path falls under input port to async pin. The cell count after synthesis came out at 38.

The worst setup path is of the flop to primary output kind. Count of standard-cell rows landed at 21. Detailed-route wire length landed at ~770 um.

Placed instance area landed at approximately 490 sq um. Number of design-rule violations left by the first detailed-router iteration landed at 6. Fill cell total of the finished layout landed at around 400.

Cells fill 15.2% of the core in the end. Final design instance area without fill landed at 520 sq um. The post-synth register bit count is 9. Async set or reset register ratio after synthesis landed at 100%. The chip occupies 6400 sq um. Largest vdd supply drop landed at approximately 270 uV. Setup violations remaining at the end of the flow were counted as 0.

CTS reports a maximum clock tree buffer depth of 2. STA classifies the critical path startpoint as a flop. Mean area per synthesized cell landed at 11.0 sq um. Count of max-cap constraint violations landed at 0. The commonest register cell is sky130_fd_sc_hd__dfrtp_1. By instance count after routing, the leading logic cell types are sky130_fd_sc_hd__nand2_1, sky130_fd_sc_hd__dfrtp_1, sky130_fd_sc_hd__dfstp_2.

Initial antenna violation count landed at 0.
==> routing by layer <==
layer	GRT usage, %	up-vias
met2	2.81	12
met5	0	-
met4	0.176	0
li1	-	153
met1	4.11	159
met3	1.59	2
==> final cells by class <==
class | instances | area [sq um] | share of cell area [%]
clock buffers | 4 | 26.3 | 5.05
inverters | 2 | 7.51 | 1.44
multi-input cells | 26 | 169 | 32.5
flip-flops and latches | 9 | 230 | 44.2
well taps | 46 | 57.6 | 11.1
repair buffers | 3 | 30.0 | 5.77
==> kinds of logic (layout without fill, tap and decap cells) <==
| kind of cell | count (synthesis) | in the layout | share of synthesized area [%] |
|---|---|---|---|
| AND-OR/OR-AND | 14 | 14 | 27.2 |
| AND/OR/NAND/NOR | 12 | 12 | 13.2 |
| flip-flops | 9 | 9 | 55.1 |
| buffers and inverters | 3 | 9 | 4.49 |
==> state kept, by name (all words and copies together) (netlist names) <==
name / count
D.Q: 1
A.Q: 1
B.Qbar: 1
A.Qbar: 1
B.Q: 1
D.Qbar: 1
C.Q: 1
C.Qbar: 1
flag: 1
==> where the power goes <==
| part | total [mW] | switching, mW | leakage [nW] | internal, mW |
|---|---|---|---|---|
| Clock | 0.133 | 0.0598 | 0.0150 | 0.0732 |
| Sequential | 0.310 | 0.0696 | 0.108 | 0.241 |
| Combinational | 0.145 | 0.0698 | 0.0689 | 0.0753 |
==> synth_stat cells, drive strengths merged, types with 2 or more instances <==
master  instances
a21oi           2
dfrtp           5
dfstp           4
inv             2
nand2           6
nand3           3
o21ai           2
==> through the flow <==
stage	total power, mW	instances	hold WS (ns)	worst slack, ns
2_1_floorplan	0.429	38	0.245	0.997
3_3_place_gp	0.455	86	0.504	0.472
3_5_place_dp	0.456	86	0.506	0.470
4_1_cts	0.593	90	0.428	0.613
5_1_grt	0.633	90	0.437	0.595
6_report	0.588	90	0.421	0.637
==> path summary, 6_finish.rpt <==
check / cells past startpoint / end / startpoint / slack (ns)
max in group asynchronous: 2 / D.Qbar / reset / 1.37
min in group clk0: 1 / C.Qbar / D.Q / 0.51
worst max-delay path: 1 / flag / flag / 0.64
worst min-delay path: 2 / flag / reset / 0.42
worst min register to register: 1 / C.Qbar / D.Q / 0.51
worst max register to register: 2 / C.Q / B.Q / 0.96
Power is estimated from default activity; no workload was simulated.
