[flow/run.sh]
#!/bin/bash
# OpenROAD 26Q1-2900-gdf79404cd8, Yosys 0.63+post, stock flow scripts
make -C /OpenROAD-flow-scripts/flow DESIGN_CONFIG=/design/flow/config.mk WORK_HOME=/design/flow/orfs finish
[flow/config.mk]
export PLATFORM = sky130hd
export DESIGN_NAME = ALU
export DESIGN_NICKNAME = ALU
export VERILOG_FILES = /design/flow/design.v
export SDC_FILE = /design/flow/constraint.sdc
export NUM_CORES = 4
export LEC_CHECK = 1
export CORE_UTILIZATION = 50
[flow/constraint.sdc]
current_design ALU

set clk_period 8.2
set clk_io_pct 0.2

create_clock -name clk0 -period $clk_period

set non_clock_inputs [all_inputs -no_clocks]
set_input_delay [expr $clk_period * $clk_io_pct] -clock clk0 $non_clock_inputs
set_output_delay [expr $clk_period * $clk_io_pct] -clock clk0 [all_outputs]
[flow/design.v]
module HalfAdder(A, B, P, G);
	input A, B;
	output P, G;
	assign P = A ^ B;
	assign G = A & B;
endmodule
module CLG(Cin, P, G, Cout);
	input Cin;
	input [3:0] G, P;
	output [3:0] Cout;
	assign Cout[0] = G[0] | (P[0]&Cin);
	assign Cout[1] = G[1] | (P[1]&G[0] | P[0]&P[1]&Cin);
	assign Cout[2] = G[2] | (P[2]&G[1] | P[1]&P[2]&G[0] | P[0]&P[1]&P[2]&Cin);
	assign Cout[3] = G[3] | (P[3]&G[2] | P[2]&P[3]&G[1] | P[1]&P[2]&P[3]&G[0] | P[0]&P[1]&P[2]&P[3]&Cin);
endmodule
module CLA_4bit(A, B, Cin, S, Cout);
	input [3:0] A, B;
	input Cin;
	output [3:0] S;
	output Cout;
	wire [3:0] C, P, G;
	assign S[0] = Cin ^ P[0];
	assign S[1] = C[0] ^ P[1];
	assign S[2] = C[1] ^ P[2];
	assign S[3] = C[2] ^ P[3];
	assign Cout = C[3];
	HalfAdder HA0(A[0], B[0], P[0], G[0]);
	HalfAdder HA1(A[1], B[1], P[1], G[1]);
	HalfAdder HA2(A[2], B[2], P[2], G[2]);
	HalfAdder HA3(A[3], B[3], P[3], G[3]);
	CLG CLG0(Cin, P, G, C);
endmodule
module Adder_16bit(A, B, Cin, S, Cout);
	parameter n = 16;
	parameter m = 4;
	input [n-1:0] A, B;
	input Cin;
	output [n-1:0] S;
	output Cout;
	wire [2:0] C;
	CLA_4bit CLA0(A[3:0], B[3:0], Cin, S[3:0], C[0]);
	CLA_4bit CLA1(A[7:4], B[7:4], C[0], S[7:4], C[1]);
	CLA_4bit CLA2(A[11:8], B[11:8], C[1], S[11:8], C[2]);
	CLA_4bit CLA3(A[15:12], B[15:12], C[2], S[15:12], Cout);
endmodule
module ALU(A, B, Cin, Mode, Y, Cout, Overflow);
	parameter n = 16;
	parameter m = 4;
	input signed [n - 1: 0] A, B;
	input Cin;
	input [m - 1: 0] Mode;	
	output reg [n - 1: 0] Y;
	output reg Cout;
	output reg Overflow;
	wire [n-1:0] AtmpY, BtmpY;
	wire AtmpCout, BtmpCout;
	always@(*)begin
		case(Mode)
			4'd0: begin
				Y = A<<1;
			end
			4'd1: begin
				Y = A<<<1;
			end
			4'd2: begin
				Y = A>>1;
			end
			4'd3: begin
				Y = A>>>1;
			end
			4'd4: begin
				Y = AtmpY;
				Cout = AtmpCout;
				Overflow = (A[n-1]&B[n-1]&(~AtmpY[n-1])) | ((~A[n-1])&(~B[n-1])&AtmpY[n-1]);
			end
			4'd5: begin
				Y = BtmpY;
				Cout = BtmpCout;
				Overflow = (A[n-1]&(~B[n-1])&(~AtmpY[n-1])) | ((~A[n-1])&(B[n-1])&AtmpY[n-1]);
			end
			4'd6: begin
				Y = A&B;
			end
			4'd7: begin
				Y = A|B;
			end
			4'd8: begin
				Y = ~A;
			end
			4'd9: begin
				Y = A^B;
			end
			4'd10: begin
				Y = ~(A^B);
			end
			4'd11: begin
				Y = ~(A|B);
			end
			4'd12: begin
				Y = 1<<A[3:0];
			end
			4'd13: begin
				if(A >= B)
				begin
					Y = 16'd0;
				end
				else
				begin
					Y = 16'd1;
				end
			end
			4'd14: begin
				Y = B;
			end
			4'd15: begin
				if((A&(1<<15)) != 0) Y = 15'd15;
				else if((A&(1<<14)) != 0) Y = 15'd14;
				else if((A&(1<<13)) != 0) Y = 15'd13;
				else if((A&(1<<12)) != 0) Y = 15'd12;
				else if((A&(1<<11)) != 0) Y = 15'd11;
				else if((A&(1<<10)) != 0) Y = 15'd10;
				else if((A&(1<<9)) != 0)  Y = 15'd9;
				else if((A&(1<<8)) != 0)  Y = 15'd8;
				else if((A&(1<<7)) != 0)  Y = 15'd7;
				else if((A&(1<<6)) != 0)  Y = 15'd6;
				else if((A&(1<<5)) != 0)  Y = 15'd5;
				else if((A&(1<<4)) != 0)  Y = 15'd4;
				else if((A&(1<<3)) != 0)  Y = 15'd3;
				else if((A&(1<<2)) != 0)  Y = 15'd2;
				else if((A&(1<<1)) != 0)  Y = 15'd1;
				else Y = 15'd0;
			end
			default: begin
			end
		endcase
	end
	Adder_16bit A0(A, B, Cin, AtmpY, AtmpCout);
	Adder_16bit A1(A, -B, 1'b0, BtmpY, BtmpCout);
endmodule
==> Slide: Implementation Results <==
Run Summary

Die
  • Core area: 7767 um2
  • Die ar.: between 8000 and 9000 um2
  • Chip height: 92.02 um
  • I/O Pins: roughly 55
  • Die outline width: ~90 um
  • Starting Density: a little over half
  • Core Rows: 32

Routing
  • Wire per inst: 21.33 um
  • Drc violations: 0
  • 1st-pass router iterations: 5
  • DRT iter0 DRCs: 506
  • Vias post-DR: between 4000 and 5000
  • Routed wire length: ~15000 um
  • Vias per Instance: 6.615
  • Ant diodes: 0
  • Antenna Nets Post-Route: 0

Setup path
  • CP max stage cell: clkdlybuf4s50_1
  • Worst EP arrival: 6.10 ns
  • Crit. End Element: output port
  • Worst setup path category: in -> out
  • Critical path's top delay family: simple AND/OR/NAND/NOR gates
  • CP Max Fanout: 6
  • Worst path required time: approximately 6.6 ns
  • Largest stage delay, worst path: 0.55 ns
  • Startpoint types: input pin
  • WP buf/inv: 3
  • Cells along the critical path: clkdlybuf4s50_1, inv_1, nand4_1, nor4_1, nand3_1, nor2_1, xnor2_1, ha_1, nand4_1, a211oi_1, nor3_1, fa_1, xor2_1, nor2_1, a21oi_1, o221ai_1, clkdlybuf4s50_1
  • Stages on worst setup path: 17

Logic synthesis
  • Ys Warns: 1
  • Cell count in the Yosys report: about 590
  • YS chip area: 4051 um2
  • Prevailing post-synth register cell: dlxtn_1
  • Distinct lib cells: 64
  • Ys async rst share: 0%
  • Flops after synth: 2
  • Synth Instances: 586
  • Flip-flops with a built-in enable: 0
  • Mean Syn Cell Area: 6.914 um2
  • Cell Area, Synth: 4051 um2

Finish
  • P&R area growth vs syn: 14.24%
  • Final Util: 59.58%
  • Layout cells sized above 1: under 10%
  • Most numerous logic cells after layout: 65 x nor2_1, 65 x ha_1, 55 x clkdlybuf4s50_1, 52 x inv_1, 43 x a21oi_1
  • Fillers: 765

Placement
  • GP Congestion: 1.046
  • I/O Buffers: 55
  • DP HPWL: 11810 um

STA
  • Cycle use final: 94.44%
  • Final setup vio count: 0
  • Final worst path period need: 7.744 ns
  • Register pins left without a clock: 2
  • TNS Setup: 0 ns
  • Final-report hold violation count: 0
  • Unrepaired setup endpoints after global routing: false
  • Max-slew violations: 0
  • Worst Max-Slew Pin Slew: 0.8244 ns
  • Relative slew slack: 45.04%
  • Endpoints left unconstrained: 4
  • Max Fclk: 0.1291 GHz

Power
  • Lkg Pwr: 1.936 nW
  • Power per cell area: about 66 nW/um2
  • Peak VDD IR: 0.00004767 V
  • Final Total Pwr: 0.3075 mW

Run
  • Max Cap Viol: 0
  • Tool warning count: 66

Clock tree
  • Setup bufs post-CTS: 0
  • Hold-fix buffers at CTS: 0
  • # resized after CTS: 0

GRT
  • First-pass GRT wire length: 23880 um
  • Largest net degree at the start of global routing: 32
  • Initial antenna violation count: 0
  • Vias in the first global route: roughly 4500
  • Total gr overflow: 0
  • GRT Total Usage: 36.97%

Worst hold path
  • Hold Path Class: in -> out
  • Hold depth: 4

Outcome
  • Outcome: finished, final reports clean
[sequential cells by signal, indices dropped and copies added (netlist names)]
signal	cells
Cout	1
Overflow	1
[final timing paths]
path	startpoint	end	slack [ns]
setup / recovery	B[2]	Y[13]	0.46
hold / removal	A[14]	Y[15]	4.47
[area by class of cell]
| type | instances | area (um2) | area share, % |
|---|---|---|---|
| Inverter | 52 | 195.2 | 4.217 |
| Timing Repair Buffer | 63 | 610.6 | 13.19 |
| Sequential cell | 2 | 30.03 | 0.6488 |
| Multi-Input combinational cell | 501 | 3665 | 79.18 |
| Tap cell | 102 | 127.6 | 2.757 |
[Yosys cell counts (8+ instances only)]
library cell / instances / area, um2
o211ai_1: 9 / 67.56
inv_1: 52 / 195.2
nor4_1: 12 / 75.07
nor2_1: 65 / 244.0
o21ai_0: 40 / 200.2
ha_1: 65 / 813.3
fa_1: 8 / 160.2
a21oi_1: 43 / 215.2
nand4_1: 10 / 62.56
a211oi_1: 14 / 105.1
mux2i_1: 19 / 190.2
clkbuf_1: 19 / 71.32
nand2_1: 39 / 146.4
o22ai_1: 8 / 50.05
nor3_1: 22 / 110.1
xnor2_1: 21 / 183.9
[tightest hold or removal path, stage by stage]
cell and delay, ns:
clkdlybuf4s50_1 0.55, nor2_1 0.18, o22ai_2 0.07, clkdlybuf4s50_1 0.39
[per-layer routing]
layer  GRT usage (%)  wire length (um)  vias to the layer above  part of all wire, %
met3           5.823              1631                       64                   11
met4           15.36               764                        0                  5.0
met2           59.14              6864                      302                   45
li1                -                 -                     2230                    -
met5               0                 0                        -                    0
met1           49.73              6101                     2167                   40
[cells by family after synthesis]
family | count (synthesis) | synth area share, %
simple gates | 181 | 21.00
mux | 19 | 4.694
fa+ha+maj | 73 | 24.03
buf+inv | 83 | 8.802
xor+xnor | 28 | 6.053
latches | 2 | 0.7412
compound gates | 200 | 34.68
[through the flow]
stage / instances / hold WS, ns / cell area, um2 / setup WS (ns)
final: 720 / 4.468 / 4628 / 0.4556
after global routing: 720 / 4.511 / 4628 / 0.1674
after CTS: 720 / 4.472 / 4628 / 0.5098
after detailed placement: 720 / 4.465 / 4628 / 0.5159
after global placement: 720 / 4.461 / 4628 / 0.4601
after floorplan: 586 / 3.357 / 4051 / 2.373
[where the power goes]
group	internal (mW)	switching, mW
clock	0	0
sequential	0.00203	0.000299
combinational	0.135	0.170
total	0.137	0.170
Power is estimated from default activity; no workload was simulated.
